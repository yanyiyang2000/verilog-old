==> flow/design.v <==
`timescale 1ns / 1ps
module full_adder(
    input a,
    input b,
    input c_in,
    output sum,
    output c_out
    );
    wire s1, c1, c2;
    half_adder ha1 (.a(a), .b(b), .sum(s1), .c_out(c1));
    half_adder ha2 (.a(s1), .b(c_in), .sum(sum), .c_out(c2));
    or (c_out, c1, c2);
endmodule
`timescale 1ns / 1ps
module half_adder(
    input a,
    input b,
    output sum,
    output c_out
    );
    xor(sum, a, b);
    and(c_out, a, b);
endmodule
`timescale 1ns / 1ps
module comb_arr_multplr_block(
    input a,
    input b,
    input sum_in,
    input c_in,
    output sum_out,
    output c_out
    );
    full_adder fa(.a(sum_in), .b(a & b), .c_in(c_in), .sum(sum_out), .c_out(c_out));
endmodule
`timescale 1ns / 1ps
module four_bit_comb_arr_multplr(
    input [3:0] a,
    input [3:0] b,
    output [7:0] product
    );
    wire s1, s2, s3, s4, s5, s6, s7, s8, s9 ,s10, s11, s12; 
    wire c0, c1, c2, c3, c4, c5, c6, c7, c8, c9, 
         c10, c11, c12, c13, c14, c15, c16, c17;
    comb_arr_multplr_block b1 (.a(a[0]), .b(b[0]), .sum_in(0),  .c_in(0),  .sum_out(product[0]), .c_out(c0));
    comb_arr_multplr_block b2 (.a(a[1]), .b(b[0]), .sum_in(0),  .c_in(0),  .sum_out(s1),         .c_out(c1));
    comb_arr_multplr_block b3 (.a(a[2]), .b(b[0]), .sum_in(0),  .c_in(0),  .sum_out(s2),         .c_out(c2));
    comb_arr_multplr_block b4 (.a(a[3]), .b(b[0]), .sum_in(0),  .c_in(0),  .sum_out(s3),         .c_out(c3));
    comb_arr_multplr_block b5 (.a(a[0]), .b(b[1]), .sum_in(s1), .c_in(c0), .sum_out(product[1]), .c_out(c4));
    comb_arr_multplr_block b6 (.a(a[1]), .b(b[1]), .sum_in(s2), .c_in(c1), .sum_out(s4),         .c_out(c5));
    comb_arr_multplr_block b7 (.a(a[2]), .b(b[1]), .sum_in(s3), .c_in(c2), .sum_out(s5),         .c_out(c6));
    comb_arr_multplr_block b8 (.a(a[3]), .b(b[1]), .sum_in(0),  .c_in(c3), .sum_out(s6),         .c_out(c7));
    comb_arr_multplr_block b9 (.a(a[0]), .b(b[2]), .sum_in(s4), .c_in(c4), .sum_out(product[2]), .c_out(c8));
    comb_arr_multplr_block b10(.a(a[1]), .b(b[2]), .sum_in(s5), .c_in(c5), .sum_out(s7),         .c_out(c9));
    comb_arr_multplr_block b11(.a(a[2]), .b(b[2]), .sum_in(s6), .c_in(c6), .sum_out(s8),         .c_out(c10));
    comb_arr_multplr_block b12(.a(a[3]), .b(b[2]), .sum_in(0),  .c_in(c7), .sum_out(s9),         .c_out(c11));
    comb_arr_multplr_block b13(.a(a[0]), .b(b[3]), .sum_in(s7), .c_in(c8), .sum_out(product[3]), .c_out(c12));
    comb_arr_multplr_block b14(.a(a[1]), .b(b[3]), .sum_in(s8), .c_in(c9), .sum_out(s10),        .c_out(c13));
    comb_arr_multplr_block b15(.a(a[2]), .b(b[3]), .sum_in(s9), .c_in(c10), .sum_out(s11),       .c_out(c14));
    comb_arr_multplr_block b16(.a(a[3]), .b(b[3]), .sum_in(0),  .c_in(c11), .sum_out(s12),       .c_out(c15));
    full_adder fa1(.a(c12), .b(s10), .c_in(0), .sum(product[4]), .c_out(c16));
    full_adder fa2(.a(c13), .b(s11), .c_in(c16), .sum(product[5]), .c_out(c17));
    full_adder fa3(.a(c14), .b(s12), .c_in(c17), .sum(product[6]), .c_out(product[7]));
endmodule
==> flow/run.sh <==
#!/bin/bash
# OpenROAD 26Q1-2900-gdf79404cd8, Yosys 0.63+post, stock flow scripts
make -C /OpenROAD-flow-scripts/flow DESIGN_CONFIG=/design/flow/config.mk WORK_HOME=/design/flow/orfs finish
==> flow/config.mk <==
export PLATFORM = sky130hd
export DESIGN_NAME = four_bit_comb_arr_multplr
export DESIGN_NICKNAME = four_bit_comb_arr_multplr
export VERILOG_FILES = /design/flow/design.v
export SDC_FILE = /design/flow/constraint.sdc
export NUM_CORES = 4
export LEC_CHECK = 1
export CORE_AREA = 10 10 72 72
export DIE_AREA = 0 0 82 82
==> flow/constraint.sdc <==
current_design four_bit_comb_arr_multplr

set clk_period 4.1
set clk_io_pct 0.2

create_clock -name clk0 -period $clk_period

set non_clock_inputs [all_inputs -no_clocks]
set_input_delay [expr $clk_period * $clk_io_pct] -clock clk0 $non_clock_inputs
set_output_delay [expr $clk_period * $clk_io_pct] -clock clk0 [all_outputs]
==> results.py <==
# Generated from Yosys and OpenROAD reports
metrics = {
    "synth": {
        "netlist_area_um2": 399,
        "yosysChipArea_um2": 399,
        "yosys.area_share.xor_xnor_pct": 0,
        "ys_sh_mux_pct": 0,
        "ys_sh_aoi_pct": 0,
        "syn_area_per_cell_um2": 8.49,
        "syn_inst": 47,
        "ys_sh_simple_pct": 21.9,
        "postSynthSeqShare_pct": 0,
        "fa_ha_area_share_pct": 52.7,
        "ys_warn_count": 12,
        "synth.distinct_cells": 6,
        "top_logic_kind": "adder cells",
        "ys_cells": 47,
    },
    "critical_path": {
        "crit_family": "adder cells",
        "cp-end-kind": "primary output",
        "worstPathRequired_ns": 3.28,
        "start_kind": "input port",
        "slowest_stage": "fa_1",
        "worst-endpoint-arrival_ns": 3.37,
        "critPathKind": "input port to primary output",
        "crit_buf_inv": 6,
        "worst_path_most_repeated_cell": "inv_2",
        "cpPeakStageDelay_ns": 0.55,
        "worstPathMaxFanout": 2,
        "critical_path.cell_chain": "buf_8 -> and2_4 -> ha_4 -> inv_2 -> fa_2 -> fa_1 -> inv_2 -> ha_4 -> fa_2 -> inv_2 -> fa_2 -> inv_2 -> buf_2",
    },
    "clocking": {
        "cts_hold_buffers": 0,
    },
    "die": {
        "die_h_um": 82,
        "die_w_um": 82,
        "core_area_um2": 3690,
        "rows": 22,
        "die-area_um2": 6720,
        "io_pins": 16,
        "fp_util_pct": 10.8,
    },
    "route": {
        "dr.first_iter.drc_count": 2,
        "wire_per_inst_um": 8.43,
        "post-route-drc-count": 0,
        "num_antenna_cells": 0,
        "routed_via_density": 2.88,
        "drtPass1Iterations": 4,
        "antenna_left": 0,
        "drt-total-wl_um": 910,
        "vias": 311,
    },
    "hold_path": {
        "hp-class": "input port to primary output",
    },
    "grt": {
        "antenna_found_initial": 0,
        "grt_max_degree": 5,
        "grt_overflow": 0,
        "grt_usage_pct": 2.81,
        "grt_pass1_wl_um": 1510,
        "grt_pass1_vias": 344,
    },
    "final_layout": {
        "drive_gt1_share_pct": 50.0,
        "area_growth_pct": 64.3,
        "stdcell_count": 108,
        "flop_area_um2": 0,
        "nFlopsAndLatches": 0,
        "n_clock_buffer": 0,
    },
    "pwr": {
        "pwr-share-clk_pct": 0,
        "leakagePower_nw": 0.291,
        "switching_power_mw": 0.0291,
        "powerDensity_nw_per_um2": 122,
        "swShare_pct": 36.2,
        "seq_power_share_pct": 0,
        "peakVddDrop_mv": 0.0350,
        "p_comb_share_pct": 100.0,
        "intPower_mw": 0.0512,
    },
    "placement": {
        "hpwl_um": 807,
        "place.gp.congestion": 0.771,
        "dp_cells": 107,
        "port_buffers": 16,
    },
    "timing": {
        "setup_viol": 1,
        "slew_viol_final": 0,
        "max_freq_mhz": 239,
        "hold_viol_final": 0,
        "rsz0062_at_grt": "true",
        "period_needed_ns": 4.19,
        "holdWs_ns": 2.25,
        "finalCritPeriodShare_pct": 102,
        "max-slew-margin-rel_pct": 89.5,
        "layout_setup_ws_ns": -0.0903,
        "tightestPinTransition_ns": 0.157,
    },
    "job": {
        "warnings": 34,
        "cap_viol_max_count": 0,
    },
    "outcome": {
        "violations": "negative setup slack",
        "status": "finished, violations left",
    },
}
[final cells by class]
cell class | instances | area [um^2]
fill | 424 | 3030
inverter | 11 | 41.3
multi-input combinational | 28 | 358
tap | 48 | 60.1
timing repair buffer | 21 | 196
[cells in the mapped netlist]
master	count	area, um^2
ha_1	4	50.1
inv_1	11	41.3
nand2_1	5	18.8
buf_4	8	60.1
fa_1	8	160
and2_1	11	68.8
[placed cells by master (no fill, tap or decap)]
| cell type | n |
|---|---|
| and2_1 | 8 |
| and2_4 | 3 |
| buf_2 | 2 |
| buf_4 | 4 |
| buf_6 | 4 |
| buf_8 | 1 |
| clkbuf_2 | 1 |
| clkdlybuf4s15_1 | 1 |
| clkdlybuf4s50_1 | 6 |
| dlygate4sd2_1 | 1 |
| dlymetal6s2s_1 | 1 |
| fa_1 | 3 |
| fa_2 | 5 |
| ha_2 | 1 |
| ha_4 | 3 |
| inv_1 | 5 |
| inv_2 | 6 |
| nand2_1 | 5 |
[cells by family after synthesis]
family        count (synthesis)
fa+ha+maj                    12
simple gates                 16
buf+inv                      19
[metal layers]
metal | global-route usage, % | routed length, um
met1 | 3.90 | 452
met2 | 4.39 | 359
met3 | 0.991 | 99
met4 | 0 | 0
met5 | 0 | 0
[worst paths after layout]
path  startpoint         end  depth (start not counted)
max         b[1]  product[6]                         13
min         a[3]  product[7]                          6
[power by group through the flow]
stage	Combinational, mW	Clock, mW	Sequential (mW)
after CTS	0.0817	0	0
after global routing	0.0939	0	0
final	0.0803	0	0
[worst min-delay path: cells and delay by family]
family,cells,cell delay (ns)
adder cells (fa/ha/maj),1,0.18
AND/OR/NAND/NOR,1,0.08
buffers and inverters,4,0.35
[stage by stage]
step                setup TNS (ns)  cell area [um^2]  total power [mW]  setup WS [ns]  util, %
detailed placement           -2.24               607            0.0780         -0.933     16.5
global placement             -2.25               607            0.0783         -0.933     16.5
finish                     -0.0903               656            0.0803        -0.0903     17.8
global route                -0.184               656            0.0939         -0.184     17.8
CTS                         -0.268               636            0.0817         -0.266     17.2
floorplan                        0               417            0.0478        0.00808        -
[repair_timing]
action | CTS | global route
gates resized | 42 | 9
pin swaps | 10 | 10
setup endpoints to repair | 5 | 3
setup buffers | 1 | 0
Power is estimated from default activity; no workload was simulated.
