**/design/flow/run.sh**
```bash
#!/bin/bash
# OpenROAD 26Q1-2900-gdf79404cd8, Yosys 0.63+post, stock flow scripts
make -C /OpenROAD-flow-scripts/flow DESIGN_CONFIG=/design/flow/config.mk WORK_HOME=/design/flow/orfs finish
```
**/design/flow/design.v**
```verilog
`timescale 1ns / 1ps
module anode_driver(
    input clk,
    input clk_en,
    input clr,
    output reg [3:0] an = 4'b0111,  
    output reg [1:0] dspl = 2'b00
    );
    always @(posedge clk or posedge clr) begin
        if (clr) begin
            dspl = 2'b00;
            an = 4'b0111;
        end
        else if (clk_en) begin
            if (dspl == 3) begin
                dspl = 2'b00;
                an = 4'b0111;
            end
            else begin
                dspl = dspl + 1;
                case(dspl)
                    0       : an = 4'b0111;  
                    1       : an = 4'b1011;
                    2       : an = 4'b1101;
                    3       : an = 4'b1110;  
                    default : an = 4'bxxxx;  
                endcase
            end
        end
    end
endmodule
`timescale 1ns / 1ps
module clock_enabler(
    input clk, 
    input clr,
    output reg clk_en
    );
    integer count = 0;
    always @(posedge clk) begin
        if (clr == 1) begin
            count <= 0;
            clk_en <= 0;
        end
        else if (count == 99999) begin
            count <= 0;
            clk_en <= 1;
        end 
        else begin
            count <= count + 1;
            clk_en <= 0;
        end
    end
endmodule
`timescale 1ns / 1ps
module four_dig_svn_seg_display(
    input clk,
    input clr,
    input [3:0] dig1,
    input [3:0] dig2,
    input [3:0] dig3,
    input [3:0] dig4,
    output [3:0] an, 
    output [6:0] ca
    );
    wire clk_en;
    wire [1:0] dspl;  
    reg [3:0] x;      
    clock_enabler enabler(.clk(clk), .clr(clr), .clk_en(clk_en));
    anode_driver driver(.clk(clk), .clk_en(clk_en), .clr(clr), .an(an), .dspl(dspl));
    hex_to_svn_seg_dcdr decoder(.x(x), .ca(ca));
    always @* begin
        case (dspl)
            0 : x = dig1;  
            1 : x = dig2;
            2 : x = dig3;
            3 : x = dig4;  
        endcase
    end
endmodule
`timescale 1ns / 1ps
module hex_to_svn_seg_dcdr(
    input [3:0] x,
    output reg [6:0] ca
    );
    always @* begin
        case (x)
            0 : ca  = 7'b0000001;  
            1 : ca  = 7'b1001111;  
            2 : ca  = 7'b0010010;  
            3 : ca  = 7'b0000110;  
            4 : ca  = 7'b1001100;  
            5 : ca  = 7'b0100100;  
            6 : ca  = 7'b0100000;  
            7 : ca  = 7'b0001111;  
            8 : ca  = 7'b0000000;  
            9 : ca  = 7'b0000100;  
            10 : ca = 7'b0001000;  
            11 : ca = 7'b1100000;  
            12 : ca = 7'b0110001;  
            13 : ca = 7'b1000010;  
            14 : ca = 7'b0110000;  
            15 : ca = 7'b0111000;  
        endcase
    end
endmodule
`timescale 1ns / 1ps
module vending_machine(
    input [2:0] in,
    input [3:0] choice,
    input clk,
    input clr,
    output reg [3:0] item,
    output reg [7:0] total,
    output reg [7:0] cost_or_ret
    );
    parameter [2:0] none    = 3'b000;
    parameter [2:0] nickel  = 3'b001;
    parameter [2:0] dime    = 3'b010;
    parameter [2:0] quarter = 3'b100;
    reg clk_en;
    integer count = 0;
    always @(posedge clk) begin
        if (count == 99999999) begin 
            count <= 0;
            clk_en <= 1;
        end 
        else begin
            count <= count + 1;
            clk_en <= 0;
        end
    end
    initial begin
        item = 0;
        total = 0;
    end
    always @(posedge clk_en) begin
        if (choice == 4'b0001) begin  
            case (total)
                0 : begin 
                        cost_or_ret <= 15;
                        item <= 4'b0000;
                    end
                5 : begin
                        cost_or_ret <= 15;
                        item <= 4'b0000;
                    end
                10 : begin
                        cost_or_ret <= 15;
                        item <= 4'b0000;
                     end
                15 : begin 
                        total <= 0;
                        cost_or_ret <= 0;
                        item <= 4'b0001;
                     end
                20 : begin
                        total <= 0;
                        cost_or_ret <= 5;
                        item <= 4'b0001;
                     end
                25 : begin
                        total <= 0; 
                        cost_or_ret <= 10;
                        item <= 4'b0001;
                     end
                30 : begin
                        total <= 0; 
                        cost_or_ret <= 15;
                        item <= 4'b0001;
                     end
                35 : begin 
                        total <= 0; 
                        cost_or_ret <= 20;
                        item <= 4'b0001;
                     end
                default : begin
                            total <= 0; 
                            cost_or_ret <= 20;
                            item <= 4'b0001;
                          end
            endcase
            case (in)
                none    : ;
                nickel  : total = total + 5;
                dime    : total = total + 10;
                quarter : total = total + 25;
            endcase
        end
        else if (choice == 4'b0010) begin  
            case (total)
                0 : begin 
                        cost_or_ret = 20;
                        item = 4'b0000;
                    end
                5 : begin
                        cost_or_ret = 20;
                        item = 4'b0000;
                    end
                10 : begin
                       cost_or_ret = 20;
                       item = 4'b0000;
                     end
                15 : begin
                      cost_or_ret = 20;
                      item = 4'b0000;
                     end
                20 : begin
                         total = 0;
                         cost_or_ret = 0;
                         item = 4'b0010;
                     end
                25 : begin
                         total = 0; 
                         cost_or_ret = 5;
                         item = 4'b0010;
                     end
                30 : begin
                         total = 0; 
                         cost_or_ret = 10;
                         item = 4'b0010;
                     end
                35 : begin 
                         total = 0; 
                         cost_or_ret = 15;
                         item = 4'b0010;
                     end
                default : begin
                             total = 0; 
                             cost_or_ret = 20;
                             item = 4'b0001;
                          end
            endcase
            case (in)
                none    : ;
                nickel  :  total = total + 5;
                dime    :  total = total + 10;
                quarter :  total = total + 25;
            endcase
        end
        else if (choice == 4'b0100) begin  
            case (total)
                0 : begin 
                         cost_or_ret = 25;
                        item = 4'b0000;
                    end
                5 : begin
                         cost_or_ret = 25;
                         item = 4'b0000;
                    end
                10 : begin
                        cost_or_ret = 25;
                        item = 4'b0000;
                     end
                15 : begin
                        cost_or_ret = 25;
                        item = 4'b0000;
                     end
                20 : begin
                         cost_or_ret = 25;
                        item = 4'b0000;
                     end
                25 : begin
                         total = 0; 
                        cost_or_ret = 0;
                         item = 4'b0100;
                     end
                30 : begin
                        total = 0; 
                         cost_or_ret = 5;
                         item = 4'b0100;
                     end
                35 : begin 
                        total = 0; 
                         cost_or_ret = 10;
                         item = 4'b0100;
                     end
                default : begin
                             total = 0; 
                             cost_or_ret = 20;
                            item = 4'b0001;
                          end
            endcase
            case (in)
                none    : ;
                nickel  : total = total + 5;
                dime    :  total = total + 10;
                quarter :  total = total + 25;
            endcase
        end
        else if (choice == 4'b1000) begin  
            case (total)
                0 : begin 
                         cost_or_ret = 30;
                         item = 4'b0000;
                    end
                5 : begin
                         cost_or_ret = 30;
                         item = 4'b0000;
                    end
                10 : begin
                        cost_or_ret = 30;
                         item = 4'b0000;
                     end
                15 : begin
                         cost_or_ret = 30;
                         item = 4'b0000;
                     end
                20 : begin
                        cost_or_ret = 30;
                        item = 4'b0000;
                     end
                25 : begin
                         cost_or_ret = 30;
                         item = 4'b0000;
                     end
                30 : begin
                         total = 0; 
                         cost_or_ret = 0;
                         item = 4'b1000;
                     end
                35 : begin 
                        total = 0; 
                        cost_or_ret = 5;
                       item = 4'b1000;
                     end
                default : begin
                            total = 0; 
                             cost_or_ret = 20;
                            item = 4'b0001;
                          end
            endcase
            case (in)
                none    : ;
                nickel  : total = total + 5;
                dime    : total = total + 10;
                quarter : total = total + 25;
            endcase
        end
    end
endmodule
`timescale 1ns / 1ps
module vending_machine_controller(
    input [2:0] in,
    input [3:0] choice,
    input clk,
    input clr,
    output [3:0] item,
    output [3:0] an,
    output [6:0] ca
    );
    wire [7:0] total;        
    wire [7:0] cost_or_ret;  
    vending_machine machine(.in(in), .choice(choice), 
                            .clk(clk), .clr(clr), 
                            .item(item), .total(total),
                            .cost_or_ret(cost_or_ret));
    four_dig_svn_seg_display display(.clk(clk), .clr(clr), 
                                     .dig1(total[7:4]), 
                                     .dig2(total[3:0]), 
                                     .dig3(cost_or_ret[7:4]), 
                                     .dig4(cost_or_ret[3:0]), 
                                     .an(an), .ca(ca));
endmodule
```
**/design/flow/config.mk**
```make
export PLATFORM = sky130hd
export DESIGN_NAME = vending_machine_controller
export DESIGN_NICKNAME = vending_machine_controller
export VERILOG_FILES = /design/flow/design.v
export SDC_FILE = /design/flow/constraint.sdc
export NUM_CORES = 4
export LEC_CHECK = 1
export CORE_UTILIZATION = 40
```
**/design/flow/constraint.sdc**
```tcl
current_design vending_machine_controller

set clk_period 5.1
set clk_io_pct 0.2

create_clock -name clk0 -period $clk_period [get_ports {clk}]

set non_clock_inputs [all_inputs -no_clocks]
set_input_delay [expr $clk_period * $clk_io_pct] -clock clk0 $non_clock_inputs
set_output_delay [expr $clk_period * $clk_io_pct] -clock clk0 [all_outputs]
```
==> results.yml <==
# generated from flow reports
finish:
  syn_to_final_growth_pct: 10.9
  finalNonFillerCells: 900
  regArea_um2: 1990
  fillers: 1349
  mi_logic_area_um2: 3650
  drive_above_1_share: 0.0625
  fin_area_um2: 6520
worst_setup_path:
  crit_arrival_ns: 2.92
  critical_path.slowest_cell: "dfrtp_1"
  cp-start-kind: "register"
  cp_top_family: "buffers and inverters"
  reg2reg_setup_slack_ns: 2.85
  crit_path_end_kind: "output port"
  required_ns: 4.08
  critPathMaxFanout: 9
  path_buffers: 3
  slowest_delay_ns: 0.43
  crit_chain: "inv_1, ha_1, nor2_1, a21oi_1, inv_1, ha_1, nand2_1, a21boi_0, o21ai_0, clkdlybuf4s50_1"
  critPathKind: "reg -> out"
pwr:
  power_density_nw_per_um2: 192
  power_mw: 1.25
  ir_drop_mv: 0.234
  p_leak_nw: 2.52
outcome:
  outcome: "finished clean"
floorplan:
  rows: 43
  core_area_um2: 14100
  chip_area_um2: 15200
  die_w_um: 123
  ios: 24
  die_y_um: 123
  fp_util: 0.417
min_path:
  hp-class: "reg -> reg"
cts:
  cts_tree: "done"
  cts_setup_buffers: 0
  cts_hold_buffers: 0
  post_cts_resized: 0
  clock_latency_ns: 0.34
  cts_root_buf: "clkbuf_16"
  cts_max_level: 3
  cts.clk_slew.worst_paths_ns: 0.06
  cts_buffer_depth: 2
  cts_made_buffers: 9
final_timing:
  drv_slew: 0
  min_period_ns: 3.94
  finalHoldViolCount: 0
  relSlewSlack: 0.409
  tns_ns: 0
  tightest_slew_ns: 0.884
  clock.fmax_mhz: 254
  untimed_endpoints: 38
  finalClockPeriodUsage: 0.772
  setup_violations: 0
  unclocked_pins: 17
  worst_slack_ns: 1.16
  grt_setup_unrepaired: "false"
  fin_worst_skew_ns: 0.00693
synth:
  aoi_share: 0.166
  synth-edff-count: 17
  synth.distinct_cells: 72
  area_leaders: "dfxtp_1 22%, edfxtp_1 8.7%, ha_1 7.0%, xor2_1 6.6%, nor2_1 6.0%"
  syn_area_per_cell_um2: 8.30
  postSynthCellCount: 708
  largest_area_cell: "dfxtp_1"
  most_common_cell: "nor2_1"
  syn_area_um2: 5880
  synth_top_flop_cell: "dfxtp_1"
  netlist_top_cells_count: "94 x nor2_1, 66 x dfxtp_1, 55 x nand2_1"
  yosys_cells: 708
  yosys_area_um2: 5880
  synth_seq_share: 0.338
  netlist.area_leader.share: 0.225
  mux_share: 0.0128
  synth_xor_xnor_area_share: 0.112
  yosysWarnings: 5
  asyncSetResetFlopFracSynth: 0.0674
  synth-simple-area-share: 0.259
  ys_sh_adder: 0.0703
  ys_top_logic_family: "simple AND/OR/NAND/NOR gates"
  ys_ff: 89
grt:
  grt_max_degree: 33
  antenna_found_initial: 0
  grt_pass1_vias: 4833
  track_usage: 0.205
  grt_pass1_wl_um: 23700
  overflow: 0
routing:
  drt_iter0_drc: 255
  drtPass1Iterations: 7
  maxUsedRoutingLayer: "met4"
  route.met2.wl_um: 6500
  vias: 5104
  drc_errors: 0
  postRouteAntennaNets: 0
  wl_met1_um: 6510
  antennaDiodeCount: 0
  met3_wirelength_um: 760
  viasPerCell: 5.67
  drt_wl_total_um: 14100
  wl_per_cell_um: 15.7
flow_run:
  warning_count: 37
  maxCapViolCount: 0
placed_design:
  dp.cells: 884
  placed_area_um2: 6240
  dp_hpwl_um: 10300
  place_congestion: 0.935
  pre_cts_ws_ns: 1.57
  io_buffers: 23
## area by class of cell
cell class,instances,share of cell area
Tap cell,180,0.0346
Clock inverter,7,0.00825
Timing Repair Buffer,31,0.0445
Inverter,22,0.0127
Clock buffer,9,0.0346
Sequential cell,89,0.305
Multi-Input combinational cell,562,0.561
## through the flow
| stage | hold WS [ns] | utilization |
|---|---|---|
| after global routing | 0.474 | 0.462 |
| final | 0.441 | 0.462 |
| after global placement | 0.427 | 0.443 |
| after CTS | 0.444 | 0.462 |
| after floorplan | 0.413 | - |
| after detailed placement | 0.435 | 0.443 |
## registers in the layout, indices dropped and copies added, names as in the netlist
register,count
machine.item,4
display.enabler.count,32
display.driver.dspl,2
display.enabler.clk_en,1
machine.total,8
machine.count,32
display.driver.an,4
machine.cost_or_ret,5
machine.clk_en,1
## cells in the final DEF (no fill, tap or decap), types with 4 or more instances in the layout
cell type        synthesis  final
a22oi_1                  6      6
nor2b_1                  6      6
nand2_1                 55     55
o21ai_0                 33     33
a211oi_1                 8      8
o21a_1                   5      5
and2_1                  11     11
o211ai_1                 5      5
ha_1                    33     33
and4_1                   8      8
buf_4                    0      8
nor3_1                  11     10
nand3_1                 38     38
a21oi_1                 42     42
nor4b_1                  5      5
o22ai_1                  6      6
nor2_1                  94     94
nor4_1                   8      8
xor2_1                  44     44
a31oi_1                  7      7
nand4_1                 19     19
clkbuf_16                0      9
xnor2_1                 31     31
inv_1                   21     21
dfxtp_1                 66     66
clkdlybuf4s50_1          0     23
or3_1                    7      7
a21o_1                   4      4
and3_1                  15     15
edfxtp_1                17     17
## report_power, final
group	internal [mW]	switching, mW
Combinational	0.0352	0.0588
Clock	0.333	0.251
Sequential	0.570	0.00140
Total	0.939	0.312
## path summary, 6_finish.rpt
| check | from | to | cells past startpoint |
|---|---|---|---|
| max | display.driver.dspl[0] | ca[0] | 10 |
| max in group asynchronous | clr | display.driver.an[1] | 2 |
| max reg2reg | machine.count[2] | machine.count[26] | 6 |
| min in group asynchronous | clr | display.driver.an[3] | 2 |
| min | display.enabler.count[0] | display.enabler.count[0] | 1 |
| min reg2reg | display.enabler.count[0] | display.enabler.count[0] | 1 |
## layer usage
| metal | global-route usage | vias to the layer above |
|---|---|---|
| met4 | 0.0459 | 0 |
| met2 | 0.335 | 140 |
| met1 | 0.292 | 2369 |
| li1 | - | 2572 |
| met3 | 0.0315 | 23 |
| met5 | 0 | - |
## kinds of logic (layout without fill, tap and decap cells)
logic type               after synthesis  count (layout)
AND-OR/OR-AND                        150             150
buffers and inverters                 57              69
adder cells (fa/ha/maj)               33              33
flip-flops                            89              89
multiplexers                           6               6
other                                  1               1
XOR/XNOR                              75              75
AND/OR/NAND/NOR                      297             297
Power figures rest on the tool's default switching activity, not on a simulated workload.
